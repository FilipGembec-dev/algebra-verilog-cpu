**design/flow/config.mk**
```make
export PLATFORM = sky130hd
export DESIGN_NAME = alu
export DESIGN_NICKNAME = alu
export VERILOG_FILES = /design/flow/design.v
export SDC_FILE = /design/flow/constraint.sdc
export NUM_CORES = 4
export LEC_CHECK = 1
export CORE_UTILIZATION = 50
```
**design/flow/constraint.sdc**
```tcl
current_design alu

set clk_period 14.6
set clk_io_pct 0.2

create_clock -name clk0 -period $clk_period

set non_clock_inputs [all_inputs -no_clocks]
set_input_delay [expr $clk_period * $clk_io_pct] -clock clk0 $non_clock_inputs
set_output_delay [expr $clk_period * $clk_io_pct] -clock clk0 [all_outputs]
```
**design/flow/design.v**
```verilog
`timescale 1ns / 1ps
`timescale 1ns / 1ps
module alu(
    input [31:0] a_i, b_i,
    output [31:0] c_o,
    output alu_flag,
    input [3:0] alu_operation
    );
    bit [31:0] _c_o;
    bit _alu_flag;
    always_comb begin
        _c_o <= 0; _alu_flag <= 0;
        case (alu_operation)
             4'b0000:  _c_o <= a_i + b_i; 
             4'b0001:  _c_o <= a_i - b_i; 
             4'b0010: _c_o <= a_i << b_i;  
             4'b1011: begin _c_o <= $unsigned(a_i) < $unsigned(b_i); _alu_flag <= $unsigned(a_i) < $unsigned(b_i); end 
             4'b0011: begin _c_o <= $signed(a_i) < $signed(b_i); _alu_flag <= $signed(a_i) < $signed(b_i); end 
             4'b1010: begin _c_o <= $signed(b_i) < $signed(a_i); _alu_flag <= $signed(b_i) < $signed(a_i); end 
             4'b0100: _c_o <= a_i ^ b_i;  
             4'b0101: _c_o <= $signed(a_i) >>> $signed(b_i);
             4'b0110: _c_o <= $signed(a_i) >> $signed(b_i); 
             4'b0111:begin _c_o <= a_i | b_i; _alu_flag <= a_i || b_i; end  
             4'b1000: begin _c_o <= a_i & b_i; _alu_flag <= a_i && b_i; end  
             4'b1001: begin _c_o <= a_i != b_i; _alu_flag <= a_i != b_i; end  
             default:begin _c_o <= 0; _alu_flag <= 0; end
          endcase               
    end
    assign c_o = _c_o;
    assign alu_flag = _alu_flag;
endmodule
```
**design/flow/run.sh**
```bash
#!/bin/bash
# OpenROAD 26Q1-2900-gdf79404cd8, Yosys 0.63+post, stock flow scripts
make -C /OpenROAD-flow-scripts/flow DESIGN_CONFIG=/design/flow/config.mk WORK_HOME=/design/flow/orfs finish
```
==> tab_implementation.tex <==
% Implementation results table
\begin{tabular}{lr}
\hline
Metric & Value \\
\hline
\multicolumn{2}{l}{\textbf{Global route}} \\
Gr usage total & 0.512 \\
Vias in the first global route & 12.5k \\
First-pass GRT wire length & 81,200 um \\
Initial antenna violation count & 2 \\
Largest net degree at the start of global routing & 65 \\
Remaining global-route overflow & 0 \\
\multicolumn{2}{l}{\textbf{Layout}} \\
Top cell excl fill/tap & sky130\_fd\_sc\_hd\_\_nor2\_1 \\
Cell area after layout & between 10,000 and 15,000 um2 \\
Seq Cell Count & 0 \\
Synth-to-layout area growth & 10.0\% \\
Fraction of layout cells with a size suffix above 1 & 0.0768 \\
Most numerous logic cells after layout & sky130\_fd\_sc\_hd\_\_nor2\_1, sky130\_fd\_sc\_hd\_\_nand2\_1, sky130\_fd\_sc\_hd\_\_a21oi\_1, sky130\_fd\_sc\_hd\_\_o21ai\_0, sky130\_fd\_sc\_hd\_\_ha\_1 \\
Fin util & 0.565 \\
Tally of filler cells in the layout & between 2k and 2.5k \\
Fin cells & 1,874 \\
Flop area & 0 um2 \\
\# clk buffers & 0 \\
\multicolumn{2}{l}{\textbf{Min path}} \\
Min-delay src & b\_i[1] \\
Hold crit path type & input pin to output pin \\
\multicolumn{2}{l}{\textbf{Clocking}} \\
Hold-fix buffer count after cts & 0 \\
Buffer count from post-CTS setup fixing & 0 \\
Number of gates resized after CTS & 0 \\
\multicolumn{2}{l}{\textbf{Pwr}} \\
Internal Dissipation & around 0.15 mW \\
Leakage dissipation & about 4.7 nW \\
Power density over cell area & 36.1 nW/um2 \\
Post-layout power & between 0.4 and 0.5 mW \\
Share of total power consumed by net switching & 0.632 \\
Worst ir drop on vdd & 0.0000256 V \\
Psw & 0.263 mW \\
\multicolumn{2}{l}{\textbf{Critical path}} \\
Category of the worst setup path launch point & input pin \\
Critical path class & input pin to output pin \\
Critical Path Slowest Stage Cell & sky130\_fd\_sc\_hd\_\_clkdlybuf4s50\_1 \\
Critical path fanouts, max & 19 \\
Required arrival time at the worst endpoint & roughly 12 ns \\
Critical Path AT & $\sim$8.1 ns \\
Largest stage delay on the critical path & 0.92 ns \\
CP Capture Type & output pin \\
Worst setup startpoint & b\_i[4] \\
Cell-by-cell listing of the critical path & clkdlybuf4s50\_1 > clkinv\_1 > ha\_1 > nand2\_1 > o21bai\_1 > a21oi\_1 > a21oi\_1 > a21boi\_0 > a221oi\_1 > or4\_1 > o211ai\_1 > clkdlybuf4s50\_1 \\
\multicolumn{2}{l}{\textbf{Floorplanning}} \\
\# IOs & 101 \\
Die width & 147 um \\
FP Rows & 52 \\
Area of the die & 21,600 um2 \\
Floorplan die height & 147 um \\
Core Density at Floorplan & 0.513 \\
Placeable core area & 20,400 um2 \\
\multicolumn{2}{l}{\textbf{Yosys}} \\
Average cell area after synthesis & around 6.6 um2 \\
Syn Inst Count & 1,590 \\
Post-synthesis cell area & 10,500 um2 \\
Cell taking the most area after synthesis & sky130\_fd\_sc\_hd\_\_ha\_1 \\
Synth unique cells & 93 \\
Post-synthesis sequential area ratio & 0 \\
Yosys warning count & 1 \\
Leading post-synthesis cells by cell area & sky130\_fd\_sc\_hd\_\_ha\_1, sky130\_fd\_sc\_hd\_\_a21oi\_1, sky130\_fd\_sc\_hd\_\_o21ai\_0 \\
Total cell area reported by yosys after synthesis & 10,500 um2 \\
Number of cells in Yosys stat & 1,590 \\
Max-area cell share & 0.160 \\
\multicolumn{2}{l}{\textbf{Drt}} \\
Number of vias in the routed layout & 14.0k \\
Detailed router's first-iteration violation count & 2,249 \\
Wirelength, routed & $\sim$55,000 um \\
Vias/cell & 7.45 \\
Final ANT Viol Nets & 0 \\
Total iterations of the first detailed-routing run & 9 \\
Count of unresolved DRC violations after routing & 0 \\
Mean routed wirelength per cell & 29.5 um \\
\multicolumn{2}{l}{\textbf{Timing}} \\
Final total negative setup slack & 0 ns \\
Maximum clock rate & 0.0908 GHz \\
Headroom to the max-slew limit & 0.206 \\
Post-layout worst setup margin & approximately 3.6 ns \\
Setup repair after global routing missed its margin & false \\
Post-layout period usage & 0.755 \\
Final setup vio count & 0 \\
Final count of pins violating max slew & 0 \\
Slew at the pin closest to its max-slew limit & between 1 and 1.5 ns \\
Hold Slack & approximately 7.2 ns \\
Post-layout minimum cycle time & between 10 and 15 ns \\
Final hold vios & 0 \\
\multicolumn{2}{l}{\textbf{Placed design}} \\
Total half-perimeter wirelength after legalization and detailed placement & 42,600 um \\
Post-placement setup slack & 3.72 ns \\
Total cell area at the placement stage & 11,500 um2 \\
Port buffer count & 101 \\
Routability cong. & roughly 1.2 \\
Number of placed instances, taps included & $\sim$1.9k \\
\multicolumn{2}{l}{\textbf{Outcome}} \\
Run status & finished, final reports clean \\
\multicolumn{2}{l}{\textbf{Run}} \\
Max capacitance violation total & 0 \\
Number of OpenROAD warnings & 135 \\
\hline
\end{tabular}
-- final cells by class --
| class | count | area, um2 | area share |
|---|---|---|---|
| repair buffers | 138 | 1270 | 0.110 |
| inverters | 99 | 372 | 0.0322 |
| multi-input cells | 1364 | 9550 | 0.827 |
| well taps | 270 | 338 | 0.0293 |
| diodes | 3 | 7.51 | 0.000651 |
-- final timing paths --
check / to / cells past startpoint
setup / recovery: c_o[24] / 12
hold / removal: c_o[9] / 7
-- power by group through the flow --
stage	combinational (mW)	sequential, mW	clock (mW)
4_1_cts	0.395	0	0
5_1_grt	0.438	0	0
-- per-layer routing --
| metal | GRT usage | routed length, um |
|---|---|---|
| met1 | 0.696 | 20600 |
| met2 | 0.689 | 20900 |
| met3 | 0.250 | 10300 |
| met4 | 0.201 | 3420 |
| met5 | 0 | 0 |
-- cells by family (layout without fill, tap and decap cells) --
family | after synthesis | in the layout | synth area share
compound gates | 604 | 604 | 0.392
simple gates | 515 | 515 | 0.228
buf+inv | 226 | 237 | 0.0906
fa+ha+maj | 136 | 136 | 0.164
mux | 95 | 95 | 0.114
xor+xnor | 14 | 14 | 0.0117
other cells | 0 | 3 | 0
-- critical path, delay by kind of cell --
family | cells | cell delay, ns
compound gates | 6 | 1.70
simple gates | 2 | 0.56
buf+inv | 3 | 2.20
fa+ha+maj | 1 | 0.70
-- synthesized netlist by cell type, types with 14 or more instances --
library cell,number
sky130_fd_sc_hd__a211oi_1,29
sky130_fd_sc_hd__a21o_1,15
sky130_fd_sc_hd__a21oi_1,142
sky130_fd_sc_hd__a221oi_1,27
sky130_fd_sc_hd__a22oi_1,20
sky130_fd_sc_hd__a31oi_1,21
sky130_fd_sc_hd__buf_1,15
sky130_fd_sc_hd__buf_2,29
sky130_fd_sc_hd__clkbuf_1,70
sky130_fd_sc_hd__ha_1,134
sky130_fd_sc_hd__inv_1,92
sky130_fd_sc_hd__mux2_2,14
sky130_fd_sc_hd__mux2i_1,63
sky130_fd_sc_hd__mux4_2,18
sky130_fd_sc_hd__nand2_1,146
sky130_fd_sc_hd__nand3_1,32
sky130_fd_sc_hd__nand4_1,15
sky130_fd_sc_hd__nor2_1,171
sky130_fd_sc_hd__nor3_1,36
sky130_fd_sc_hd__nor4_1,32
sky130_fd_sc_hd__o211ai_1,25
sky130_fd_sc_hd__o21ai_0,134
sky130_fd_sc_hd__o21bai_1,18
sky130_fd_sc_hd__o221ai_1,25
sky130_fd_sc_hd__o22ai_1,15
Power and IR drop assume default switching activity.
